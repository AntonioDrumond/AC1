==> flow/design.v <==
module halfSub(output saida0, output deveUm0, input a0, input b0);
	wire notaa0;
	not NOT0(notaa0, a0);
	xor XOR0(saida0, a0, b0);
	and AND0(deveUm0, notaa0, b0);
endmodule
module sub(output saida1, output deveUm1, input a1, input b1, input vemUm1);
	wire sai, vai1, vai2;
	halfSub MEIO0(sai, vai1, a1, b1);
	halfSub MEIO1(saida1, vai2, sai, vemUm1);
	or OR0(deveUm1, vai1, vai2);
endmodule
module Sub5(output saida00, output saida01, output saida02, output saida03, output saida04,
						 input x0, input x1, input x2, input x3, 
						 input y0, input y1, input y2, input y3);
	wire vm0, vm1, vm2;
	halfSub SUB0(saida00, vm0, x0, y0);
	sub SUB1(saida01, vm1, x1, y1, vm0);
	sub SUB2(saida02, vm2, x2, y2, vm1);
	sub SUB3(saida03, saida04, x3, y3, vm2);
endmodule
module Guia_0802;
	reg[3:0] x;
	reg[3:0] y;
	wire[4:0] s;
	Sub5 SUBTOTAL(s[0], s[1], s[2], s[3], s[4], x[0], x[1], x[2], x[3], y[0], y[1], y[2], y[3]);
	initial begin:main;
		$display("Guia_08 - Exercicio 2");
		x = 5;
		y = 3;
#10
		$display("%4b - %4b = %5b", x, y, s);
		x = 11;
		y = 10;
#10
		$display("%4b - %4b = %5b", x, y, s);
		x = 8;
		y = 5;
#10
		$display("%4b - %4b = %5b", x, y, s);
	end
endmodule
==> flow/run.sh <==
#!/bin/bash
# OpenROAD 26Q1-2900-gdf79404cd8, Yosys 0.63+post, stock flow scripts
make -C /OpenROAD-flow-scripts/flow DESIGN_CONFIG=/design/flow/config.mk WORK_HOME=/design/flow/orfs finish
==> flow/config.mk <==
export PLATFORM = sky130hd
export DESIGN_NAME = Sub5
export DESIGN_NICKNAME = Sub5
export VERILOG_FILES = /design/flow/design.v
export SDC_FILE = /design/flow/constraint.sdc
export NUM_CORES = 4
export LEC_CHECK = 1
export CORE_AREA = 10 10 70 70
export DIE_AREA = 0 0 80 80
==> flow/constraint.sdc <==
current_design Sub5

set clk_period 4.1
set clk_io_pct 0.2

create_clock -name clk0 -period $clk_period

set non_clock_inputs [all_inputs -no_clocks]
set_input_delay [expr $clk_period * $clk_io_pct] -clock clk0 $non_clock_inputs
set_output_delay [expr $clk_period * $clk_io_pct] -clock clk0 [all_outputs]
==> out/metrics.cfg <==
[clock_tree]
post_cts_gate_resize_count=0
post_cts_hold_buffer_count=0
cts.repair_timing.setup_buffer_count=0

[sta]
report.final.hold_viol_count=0
finalWorstPathRequiredPeriod_ps=3890
unrepaired_setup_endpoints_after_global_routing=no
max-slew-margin-rel_pct=93.5
tightestPinTransition_ps=97.2
drv_slew=0
clock.fmax_mhz=257
final.setup.tns_ps=0
report.final.setup_viol=0
min_period_over_period_pct=94.8

[power]
power_per_cell_area_mw_per_mm2=99.5
pwr-share-comb_pct=100.0
switching_share_pct=26.7
highest_ir_drop_seen_on_vdd_uv=20.4
p_leak_uw=0.000132
clkPwrFrac_pct=0
sequential_fraction_of_design_power_pct=0
internal_portion_of_total_power_uw=21.7
net-switching-power_uw=7.91

[critical_path]
criticalPathCategory=in2out
stage_delay_of_the_slowest_cell_on_the_critical_path_ps=480
critical_path.startpoint_type=input port
wp_data_arrival_ps=3070
setup.worst_path.end_class=output port
worstPathMaxFanout=1
worst_path_max_delay_cell=sky130_fd_sc_hd__clkdlybuf4s50_1
critical_path.cell_chain=clkdlybuf4s50_1 > ha_1 > inv_1 > fa_1 > inv_1 > fa_1 > inv_1 > fa_1 > clkdlybuf4s50_1
cp.buffers_inverters=5
cp.depth=9
cp.required_ps=3280
cpLargestDelayFamily=adder cells

[global_route]
grt_first_pass_wirelength_um=593
first_global_vias=106
gr-usage-met3_pct=0.341
grt_util_met1_pct=1.80
aggregate_global_route_resource_usage_pct=1.14
remaining_global_route_overflow=0
globalRoute.busiestLayer=met1
initial_antenna_violation_count=0
grt_max_degree=2
groute.layer.met2.usage_pct=1.52

[die]
coreArea_mm2=0.00342
io-pin-count=13
dieArea_mm2=0.00640
rows=21
die_height_um=80
horizontal_extent_of_the_die_um=80
fp_util_pct=3.22

[synthesis]
post_synth_instance_area_um2=110
ys_warn_count=0
ys_types=3
yosysCellCount=14
synth_area_per_cell_um2=7.86
top_cell_area_share_pct=54.5
synth_top_cell_by_area=sky130_fd_sc_hd__fa_1
synth_seq_share_pct=0
synth.area.top_cells=sky130_fd_sc_hd__fa_1 55%, sky130_fd_sc_hd__inv_1 34%, sky130_fd_sc_hd__ha_1 11%
most_frequent_cells_after_synthesis=10 x sky130_fd_sc_hd__inv_1, 3 x sky130_fd_sc_hd__fa_1, 1 x sky130_fd_sc_hd__ha_1
synthMostInstantiatedCell=sky130_fd_sc_hd__inv_1
ys_chip_area_um2=110
postSynthCellCount=14

[cells_and_area]
ff_count=0
area.growth.synth_to_final_pct=170
layout-drive-gt1-share_pct=0
nClkBuffers=0
layout.core_utilization_pct=8.72
ff_latch_area_um2=0

[routing]
route.antenna.remaining_nets=0
route.detailed.drc=0
drt_iter0_drc=0
via_per_inst=1.49
antenna_cells=0
num_vias=109
drt-wirelength-per-cell_um=5.30
drt-pass1-iter-count=1
wl_um=387

[min_path]
worst_hold_path.num_cells=4
hold_path_class=in2out

[placement]
gpl.final_weighted_congestion=0.785
place.detailed.hpwl_um=381
numPortBuffers=13

[run]
stage_log_warnings=32
cap_viol_max_count=0

[outcome]
outcome=complete, no violations

## cell usage in the layout, fill, tap and decap left out
master / n
sky130_fd_sc_hd__clkdlybuf4s50_1: 13
sky130_fd_sc_hd__fa_1: 3
sky130_fd_sc_hd__ha_1: 1
sky130_fd_sc_hd__inv_1: 10
## power by group through the flow
| stage | Combinational (uW) | Clock, uW | Sequential [uW] |
|---|---|---|---|
| 4_1_cts | 31.2 | 0 | 0 |
| 5_1_grt | 33.4 | 0 | 0 |
| 6_report | 29.6 | 0 | 0 |
## path summary, 6_finish.rpt
check | start | endpoint | slack, ps
setup / recovery | y0 | saida03 | 210
hold / removal | y0 | saida00 | 2640
## logic make-up after synthesis
family | share of synthesized area, %
buffers and inverters | 34.1
adders and majority gates | 65.9
## layout make-up
class,instances,area (um^2)
timing repair buffer,13,130
multi-input combinational,4,72.6
inverter,10,37.5
tap,46,57.6
fill,398,3120
## metal layers
| metal | share of wire, % | up-vias | routed length, um |
|---|---|---|---|
| li1 | - | 59 | - |
| met5 | 0 | - | 0 |
| met4 | 0 | 0 | 0 |
| met3 | 14 | 0 | 53 |
| met1 | 53 | 41 | 204 |
| met2 | 33 | 9 | 129 |
## stage by stage
step | std cells | cell area [um^2] | hold slack (ps) | total power [uW] | setup slack (ps)
finish | 73 | 298 | 2640 | 29.6 | 214
global route | 73 | 298 | 2690 | 33.4 | 78.4
CTS | 73 | 298 | 2650 | 31.2 | 145
detailed placement | 73 | 298 | 2650 | 31.0 | 146
global placement | 73 | 298 | 2640 | 31.0 | 161
floorplan | 14 | 110 | 1750 | 5.24 | 1220
Power is estimated from default activity; no workload was simulated.
